$ cat ./run.sh
#!/bin/bash
# OpenROAD 26Q1-2900-gdf79404cd8, Yosys 0.63+post, stock flow scripts
make -C /OpenROAD-flow-scripts/flow DESIGN_CONFIG=/design/flow/config.mk WORK_HOME=/design/flow/orfs finish
$ cat ./config.mk
export PLATFORM = sky130hd
export DESIGN_NAME = rs232_uart_loop
export DESIGN_NICKNAME = rs232_uart_loop
export VERILOG_FILES = /design/flow/design.v
export SDC_FILE = /design/flow/constraint.sdc
export NUM_CORES = 4
export LEC_CHECK = 1
export CORE_UTILIZATION = 50
$ cat ./constraint.sdc
current_design rs232_uart_loop

set clk_period 4.0
set clk_io_pct 0.2

create_clock -name clk0 -period $clk_period [get_ports {clk}]

set non_clock_inputs [all_inputs -no_clocks]
set_input_delay [expr $clk_period * $clk_io_pct] -clock clk0 $non_clock_inputs
set_output_delay [expr $clk_period * $clk_io_pct] -clock clk0 [all_outputs]
$ cat ./design.v
module rs232_uart_loop#(
                parameter           BAUD = 9600,
                parameter           CLK_FRE  = 50_000_000
)(
                input       clk,
                input       rst_n,
                input       rx,
                output      tx
);
wire  [7:0]     data;
wire            data_flag;
uart_rx #(
                .BAUD       (9600),
                .CLK_FRE    (50_000_000)
)uart_rx_u(
                .clk        (clk) ,
                .rst_n      (rst_n) ,
                .rx         (rx) ,
                .data       (data) ,
                .data_flag  (data_flag)
);
uart_tx #(
                .BAUD (9600),
                .CLK_FRE (50_000_000)
)uart_tx_u(
                .clk         (clk),
                .rst_n       (rst_n),
                .data        (data),
                .data_flag   (data_flag),
                .tx          (tx)
);
endmodule
module uart_rx
#(
    parameter           BAUD = 9600,
    parameter           CLK_FRE  = 50_000_000
)(
    input               clk         ,
    input               rst_n       ,
    input               rx          ,
    output  [7:0]       data        ,
    output              data_flag
);
localparam              BAUD_CNT_MAX = CLK_FRE/BAUD;
reg                     rx_reg1,rx_reg2,rx_reg3;
reg                     start_flag,work_en;
reg [31:0]              baud_cnt;
reg [4:0]               bit_cnt;
reg [7:0]               rx_data;
reg [7:0]               data_reg;
reg                     rx_done;
always @(posedge clk or negedge rst_n ) begin
    if(!rst_n)  begin
        rx_reg1 <= 1'b1;
        rx_reg2 <= 1'b1;
        rx_reg3 <= 1'b1;
    end
    else begin
        rx_reg1 <= rx;
        rx_reg2 <= rx_reg1;
        rx_reg3 <= rx_reg2;
    end
end
always @(posedge clk or negedge rst_n) begin
    if(!rst_n)          start_flag <= 1'b0;
    else if((rx_reg2==1'b0)&&(rx_reg3==1'b1)&&(work_en == 1'b0))                   
                        start_flag <= 1'b1;
    else    
                        start_flag <= 1'b0;
end
always @(posedge clk or negedge rst_n) begin
    if(!rst_n)          work_en <= 1'b0;
    else if(start_flag) work_en <= 1'b1;
    else if((baud_cnt == BAUD_CNT_MAX -1'b1) && (bit_cnt == 4'd8))           
                        work_en <= 1'b0;
    else                work_en <= work_en ;
end
always @(posedge clk or negedge rst_n) begin
    if(!rst_n)          baud_cnt <= 32'd0;
    else if(work_en == 1'b1)
            if((baud_cnt == BAUD_CNT_MAX -1'b1))
                        baud_cnt <= 32'd0;
            else
                        baud_cnt <= baud_cnt+1'b1;        
    else    
                        baud_cnt <= 32'd0;
end
always @(posedge clk or negedge rst_n) begin
     if(!rst_n)         bit_cnt <= 4'd0;
     else if (work_en <= 1'b0)
                        bit_cnt <= 4'd0;
     else if (baud_cnt == BAUD_CNT_MAX -1'b1)
                        bit_cnt <= bit_cnt + 1'b1;
     else    
                        bit_cnt <= bit_cnt;    
end
always @(posedge clk or negedge rst_n) begin
     if(!rst_n)         rx_data <= 8'd0;
     else if (work_en && baud_cnt == BAUD_CNT_MAX/2) begin
            case(bit_cnt)
                0: rx_data <= rx_data;
                1: rx_data[0] <= rx;
                2: rx_data[1] <= rx;                
                3: rx_data[2] <= rx;
                4: rx_data[3] <= rx;  
                5: rx_data[4] <= rx;
                6: rx_data[5] <= rx;                
                7: rx_data[6] <= rx;
                8: rx_data[7] <= rx;
            default :rx_data <= rx_data;
            endcase
     end
end
always @(posedge clk or negedge rst_n) begin
     if(!rst_n)             rx_done  <= 1'b0;
     else if((baud_cnt == BAUD_CNT_MAX -1'b1) && (bit_cnt == 4'd8))
                            rx_done  <= 1'b1;
    else                    rx_done  <= 1'b0;
end
always @(posedge clk or negedge rst_n) begin
     if(!rst_n)             data_reg<=8'd0;
     else if((baud_cnt == BAUD_CNT_MAX -1'b1) && (bit_cnt == 4'd8))  
                            data_reg<=rx_data;
     else                   data_reg<=data_reg;
end
assign  data = data_reg;
assign  data_flag = rx_done;
endmodule
module uart_tx
#(
    parameter           BAUD = 9600,
    parameter           CLK_FRE  = 50_000_000
)(
    input               clk         ,
    input               rst_n       ,
    input  [7:0]        data        ,
    input               data_flag   ,
    output              tx          
);
localparam              BAUD_CNT_MAX = CLK_FRE/BAUD;
reg [31:0]              baud_cnt;
reg [4:0]               bit_cnt;
reg                     work_en; 
reg                     tx_reg;  
reg [7:0]   data_reg;
reg  data_flag_reg1,data_flag_reg2;
wire    data_flag_edge;
always @(posedge clk or negedge rst_n) begin
    if(!rst_n)   begin
        data_flag_reg1 <= 'd0;  
        data_flag_reg2 <= 'd0;
    end else  begin 
        data_flag_reg1 <= data_flag;
        data_flag_reg2 <= data_flag_reg1;
    end
end
assign data_flag_edge = (data_flag_reg2==1'b1)&&(data_flag_reg1==1'b0);
always @(posedge clk or negedge rst_n) begin
    if(!rst_n)              data_reg <= 'd0;
    else if(data_flag_edge)      data_reg <= data;     
    else                    data_reg <= data_reg;
end
always @(posedge clk or negedge rst_n) begin
    if(!rst_n)              work_en <= 'b0;
    else if(data_flag_edge)      work_en <= 'b1;
    else if(baud_cnt==BAUD_CNT_MAX-1 && bit_cnt==4'd9)
                            work_en <= 'b0;
    else                    work_en <= work_en;
end
always @(posedge clk or negedge rst_n) begin
    if(!rst_n)              baud_cnt <= 'd0;
    else if(work_en==1'b0||baud_cnt==BAUD_CNT_MAX-1)
                            baud_cnt <= 'd0;
    else                    baud_cnt <= baud_cnt+1'b1;
end
always @(posedge clk or negedge rst_n) begin
    if(!rst_n)              bit_cnt <= 'd0;
    else if(work_en == 'b0) bit_cnt <= 'd0;
    else if(baud_cnt==BAUD_CNT_MAX-1)
                            bit_cnt <= bit_cnt +1'b1;
    else                    bit_cnt <= bit_cnt;
end
always @(posedge clk or negedge rst_n) begin
    if(!rst_n)              tx_reg <= 1'b1;
    else begin
        case(bit_cnt)
        0   :   tx_reg <= 1'b0;
        1   :   tx_reg <= data_reg[0];
        2   :   tx_reg <= data_reg[1];
        3   :   tx_reg <= data_reg[2];
        4   :   tx_reg <= data_reg[3];
        5   :   tx_reg <= data_reg[4];
        6   :   tx_reg <= data_reg[5];
        7   :   tx_reg <= data_reg[6];
        8   :   tx_reg <= data_reg[7];  
        9   :   tx_reg <= 1'b1;   
        default:tx_reg <= 1'b1;    
        endcase
    end
end
assign      tx = tx_reg;
endmodule
==> impl_results.html <==
<p>Metrics extracted from the flow reports.</p>
<table>
<tr><th>Metric</th><th>Value</th></tr>
<tr><th colspan="2">Status</th></tr>
<tr><td>Outcome</td><td>complete, no violations</td></tr>
<tr><th colspan="2">Logic synthesis</th></tr>
<tr><td>Top-count cell post-synth</td><td>dfrtp_1</td></tr>
<tr><td>Number of cells in the yosys synthesis report</td><td>536</td></tr>
<tr><td>Mapped Cells</td><td>536</td></tr>
<tr><td>Cell types occupying the most area after synthesis</td><td>dfrtp_1, mux2_2, a21oi_1</td></tr>
<tr><td>Synth cell count leaders</td><td>dfrtp_1, nor2_1, a21oi_1, nand3_1, nand4_1</td></tr>
<tr><td>Synthesized cell area</td><td>5480 sq um</td></tr>
<tr><td>Count of different cell masters after synthesis</td><td>44</td></tr>
<tr><td>Part of the Yosys area used for sequential elements</td><td>49.4%</td></tr>
<tr><td>Number of synthesis warnings</td><td>2</td></tr>
<tr><td>Post-synth ARST share</td><td>100%</td></tr>
<tr><td>Post-synth EDFFs</td><td>0</td></tr>
<tr><td>Average instance area after synthesis</td><td>10.2 sq um</td></tr>
<tr><td>Dominant register cell in the synthesized netlist</td><td>dfrtp_1</td></tr>
<tr><td>Library cell occupying the most area in the post-synthesis netlist</td><td>dfrtp_1</td></tr>
<tr><td>Proportion of netlist area held by the largest area contributor</td><td>47.5%</td></tr>
<tr><td>Synthesized registers</td><td>108</td></tr>
<tr><td>Yosys stat chip area</td><td>5480 sq um</td></tr>
<tr><th colspan="2">Power</th></tr>
<tr><td>Leakage power</td><td>2.25 nW</td></tr>
<tr><td>Worst supply voltage drop on vdd</td><td>380 uV</td></tr>
<tr><td>Power Dens Cells</td><td>334 nW/um^2</td></tr>
<tr><th colspan="2">Critical path</th></tr>
<tr><td>CP endpoint kind</td><td>flip-flop</td></tr>
<tr><td>Source of the worst register-to-register timing path</td><td>uart_rx_u.baud_cnt[18]</td></tr>
<tr><td>Maximum fanout encountered on the critical timing path</td><td>12</td></tr>
<tr><td>Critical path launch point</td><td>uart_rx_u.baud_cnt[18]</td></tr>
<tr><td>Critical R2R Capture</td><td>uart_rx_u.data_reg[1]</td></tr>
<tr><td>Data required time of the worst path</td><td>4.25 ns</td></tr>
<tr><td>CP arrival</td><td>2.83 ns</td></tr>
<tr><td>Worst setup path category</td><td>reg -&gt; reg</td></tr>
<tr><td>R2r setup slk</td><td>1.42 ns</td></tr>
<tr><td>Count of cells along the worst register-to-register path</td><td>4</td></tr>
<tr><td>Startpoint type of the worst setup path</td><td>flip-flop</td></tr>
<tr><td>Worst setup path end</td><td>uart_rx_u.data_reg[1]</td></tr>
<tr><th colspan="2">Run</th></tr>
<tr><td>Tally of max-capacitance violations</td><td>0</td></tr>
<tr><td>Number of warnings in the stage logs</td><td>34</td></tr>
<tr><th colspan="2">Routing</th></tr>
<tr><td>1st-pass router iterations</td><td>4</td></tr>
<tr><td>Number of remaining DRC errors</td><td>0</td></tr>
<tr><td>Antenna Nets Post-Route</td><td>0</td></tr>
<tr><td>Via count of the routed design</td><td>4,016</td></tr>
<tr><td>Iteration-0 DRC Markers</td><td>249</td></tr>
<tr><td>Final WL</td><td>10,500 microns</td></tr>
<tr><td>Number of antenna diodes</td><td>0</td></tr>
<tr><td>Average vias per placed instance</td><td>5.99</td></tr>
<tr><td>Wire length per cell</td><td>15.7 microns</td></tr>
<tr><th colspan="2">Clocking</th></tr>
<tr><td>Root buffer cell</td><td>clkbuf_8</td></tr>
<tr><td>Number of gates given a new drive strength after cts</td><td>0</td></tr>
<tr><td>Clk sink count</td><td>108</td></tr>
<tr><td>TritonCTS clock tree</td><td>yes</td></tr>
<tr><td>Number of setup buffers added after CTS</td><td>0</td></tr>
<tr><td>Register clock-pin slew on the reported worst setup and hold paths</td><td>0.10 ns</td></tr>
<tr><td>Later-pin clock latency in the skew report</td><td>0.37 ns</td></tr>
<tr><td>Number of buffers inserted during clock tree synthesis</td><td>9</td></tr>
<tr><td>Count of hold buffers inserted by post-cts repair</td><td>0</td></tr>
<tr><td>Worst-case clock buffer depth</td><td>2</td></tr>
<tr><td>Number of H-tree levels</td><td>3</td></tr>
<tr><th colspan="2">Worst hold path</th></tr>
<tr><td>Class of the worst hold path</td><td>reg -&gt; reg</td></tr>
<tr><td>Worst hold path stage count</td><td>0</td></tr>
<tr><td>Start point of the worst hold path</td><td>uart_rx_u.rx_done</td></tr>
<tr><th colspan="2">Place</th></tr>
<tr><td>Routability congestion estimate</td><td>0.856</td></tr>
<tr><td>Post-Place Cells</td><td>654</td></tr>
<tr><td>DPL Wire Length</td><td>6870 microns</td></tr>
<tr><td>Count of buffers from port buffering</td><td>3</td></tr>
<tr><td>Setup WS pre-CTS</td><td>1.46 ns</td></tr>
<tr><th colspan="2">STA</th></tr>
<tr><td>Final setup margin</td><td>1.42 ns</td></tr>
<tr><td>Final setup violating endpoints</td><td>0</td></tr>
<tr><td>Share of the cycle needed by the critical path after routing</td><td>64.4%</td></tr>
<tr><td>Max-slew violation total from the final report</td><td>0</td></tr>
<tr><td>TNS Setup</td><td>0 ns</td></tr>
<tr><td>Number of failing hold endpoints at the final stage</td><td>0</td></tr>
<tr><td>Final period demand of the worst path</td><td>2.58 ns</td></tr>
<tr><td>Fin Clk Skew</td><td>0.0117 ns</td></tr>
<tr><td>Setup repair after global routing missed its margin</td><td>no</td></tr>
<tr><td>Worst max-slew margin expressed relative to the limit</td><td>47.0%</td></tr>
<tr><td>Peak clock frequency supported by timing</td><td>0.388 GHz</td></tr>
<tr><td>Slew of the pin with the lowest slew margin</td><td>0.794 ns</td></tr>
<tr><td>Worst hold slack across all endpoints</td><td>0.348 ns</td></tr>
<tr><th colspan="2">GRT</th></tr>
<tr><td>Maximum number of pins on one net before global-route repair</td><td>109</td></tr>
<tr><td>Gr ovfl total</td><td>0</td></tr>
<tr><td>Global-route wire length before repair</td><td>18,700 microns</td></tr>
<tr><td>Via count of the first global-routing pass</td><td>3,903</td></tr>
<tr><td>GRT Overall Usage</td><td>21.1%</td></tr>
<tr><td>Initial antenna violation count</td><td>0</td></tr>
<tr><th colspan="2">Cells and area</th></tr>
<tr><td>Fraction of layout cells with a size suffix above 1</td><td>11.2%</td></tr>
<tr><td>Largest registers ranked by flip-flop count</td><td>uart_rx_u.baud_cnt (32), uart_tx_u.baud_cnt (32)</td></tr>
<tr><td>Cell Count, Final, Fillers Out</td><td>670</td></tr>
<tr><td>Syn-to-layout area delta</td><td>6.16%</td></tr>
<tr><td># fillers</td><td>919</td></tr>
<tr><th colspan="2">Floorplanning</th></tr>
<tr><td>Site row count</td><td>37</td></tr>
<tr><td>Area of the core</td><td>10,500 sq um</td></tr>
<tr><td>I/O pin total</td><td>4</td></tr>
<tr><td>FP Util</td><td>52.4%</td></tr>
<tr><td>X dimension of the die</td><td>107 microns</td></tr>
<tr><td>Total die size</td><td>11,400 sq um</td></tr>
<tr><td>Height of the chip</td><td>107 microns</td></tr>
</table>
[routing by layer]
metal	up-vias	wire length, microns	global-route usage, %
met5	-	0	0
met4	0	110	2.64
met2	39	4910	32.8
li1	2005	-	-
met1	1964	5210	33.6
met3	8	259	3.66
[worst min-delay path by stage]
stage                         endpoint  slack (ns)
global route  uart_tx_u.data_flag_reg1        0.36
finish        uart_tx_u.data_flag_reg1        0.35
CTS           uart_tx_u.data_flag_reg1        0.35
[layout make-up]
cell class / count / area (sq um) / area share [%]
clock inverters: 5 / 57.6 / 0.989
repair buffers: 6 / 62.6 / 1.07
flip-flops and latches: 108 / 2710 / 46.5
multi-input cells: 384 / 2610 / 44.8
clock buffers: 11 / 141 / 2.43
well taps: 136 / 170 / 2.92
inverters: 20 / 75.1 / 1.29
[power by group]
part / switching (mW) / total (mW) / leakage, nW / internal (mW)
clock network: 0.362 / 0.672 / 0.104 / 0.310
registers: 0.0430 / 1.16 / 1.47 / 1.12
logic: 0.0665 / 0.109 / 0.681 / 0.0427
[through the flow]
step	cell area (sq um)	util, %	total power, mW
floorplan	5480	-	1.25
global placement	5620	53.7	1.29
detailed placement	5620	53.7	1.30
global route	5820	55.6	2.04
finish	5820	55.6	1.94
CTS	5820	55.6	1.98
[logic make-up after synthesis]
family	count (synthesis)	share of synthesized area, %
flops	108	49.4
compound gates	90	9.84
xor+xnor	28	4.47
simple gates	229	25.3
mux	26	5.29
buf+inv	44	3.22
fa+ha+maj	11	2.51
[critical path, cell delays in order (launching register included)]
cell and delay (ns):
dfrtp_1 0.44, nor4_1 0.38, nand4_1 0.50, nor3_2 0.72, mux2_2 0.41
[cell usage in the layout (no fill, tap or decap), types with 20 or more instances in the layout]
master   synthesis  layout
a21oi_1         37      37
nand2_1         21      21
inv_1           20      20
nand3_1         29      29
mux2_2          24      24
dfrtp_1        104     104
nand4_1         28      28
o21ai_0         22      21
xnor2_1         20      20
nor2_1          39      39
or4_1           20      20
Power and IR drop assume default switching activity.
